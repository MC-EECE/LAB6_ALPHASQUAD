==> flow/config.mk <==
export PLATFORM = sky130hd
export DESIGN_NAME = Avalon_PMW
export DESIGN_NICKNAME = Avalon_PMW
export VERILOG_FILES = /design/flow/design.v
export SDC_FILE = /design/flow/constraint.sdc
export NUM_CORES = 4
export LEC_CHECK = 1
export CORE_UTILIZATION = 50
==> flow/constraint.sdc <==
current_design Avalon_PMW

set clk_period 7.9
set clk_io_pct 0.2

create_clock -name clk0 -period $clk_period [get_ports {csi_clk}]

set non_clock_inputs [all_inputs -no_clocks]
set_input_delay [expr $clk_period * $clk_io_pct] -clock clk0 $non_clock_inputs
set_output_delay [expr $clk_period * $clk_io_pct] -clock clk0 [all_outputs]
==> flow/design.v <==
module Avalon_PMW (
input csi_clk, 
input rsi_rst_n, 
input avs_s0_read, 
input avs_s0_write, 
input avs_s0_chip_select, 
input wire [3:0] avs_s0_byteenable, 
input wire [31:0] avs_s0_writedata, 
input wire [1:0] avs_s0_address,
output wire [31:0] avs_s0_readdata,
output coe_pwm_out
);
reg [31:0] pulse_width, period;
reg [7:0]enable;
reg read_data;
wire load_pulse_width, load_enable, load_period;
wire read_pulse_width, read_period, read_enable;
wire pwm_out;
assign coe_pwm_out = pwm_out & enable;
assign avs_s0_readdata = read_data;
PWM PWM0(
	.clk (csi_clk), .rst_n (rsi_rst_n), .pulse_period (period),
	.pulse_width (pulse_width), .pwm (pwm_out)
	);
assign load_pulse_width = avs_s0_chip_select & avs_s0_write & (avs_s0_address == 0);
assign load_period = avs_s0_chip_select & avs_s0_write & (avs_s0_address == 1);
assign load_enable = avs_s0_chip_select & avs_s0_write & (avs_s0_address == 2);
assign read_pulse_width = avs_s0_chip_select & avs_s0_read & (avs_s0_address == 0);
assign read_period = avs_s0_chip_select & avs_s0_read & (avs_s0_address == 1);
assign read_enable = avs_s0_chip_select & avs_s0_read & (avs_s0_address == 2);
always @ (posedge csi_clk or negedge rsi_rst_n ) 
begin
if (rsi_rst_n == 0) begin
	pulse_width <= 250000; 
	period <= 500000; 
	enable <= 0;
end
else
begin
 if (load_pulse_width == 1) begin
	if  (avs_s0_byteenable[0] == 1) begin
		pulse_width[7:0] <=avs_s0_writedata[7:0];
		end 
	if  (avs_s0_byteenable[1] == 1) begin
		pulse_width[15:8] <=avs_s0_writedata[15:8];
		end 
	if  (avs_s0_byteenable[2] == 1) begin
		pulse_width[23:16] <=avs_s0_writedata[23:16];
		end 
	if  (avs_s0_byteenable[3] == 1) begin
		pulse_width[31:24] <=avs_s0_writedata[31:24];
		end 
end
if (read_pulse_width == 1) begin
	read_data <=pulse_width;
end
if (load_period == 1) begin
	if  (avs_s0_byteenable[0] == 1) begin
		period[7:0] <=avs_s0_writedata[7:0];
		end 
	if  (avs_s0_byteenable[1] == 1) begin
		period[15:8] <=avs_s0_writedata[15:8];
		end 
	if  (avs_s0_byteenable[2] == 1) begin
		period[23:16] <=avs_s0_writedata[23:16];
		end 
	if  (avs_s0_byteenable[3] == 1) begin
		period[31:24] <=avs_s0_writedata[31:24];
		end 
end
if (read_period ==1) begin
	read_data <=period;
end
if (load_enable== 1) begin
	if  (avs_s0_byteenable[0] == 1) begin
		enable[7:0] <=avs_s0_writedata[7:0];
	end 
end
if (enable ==1) begin
	read_data <=enable;
end
end
end
endmodule
module PWM  #(parameter WIDTH = 32)(input wire [WIDTH - 1:0] pulse_width, input wire [WIDTH - 1:0] pulse_period, input wire clk, input wire rst_n, output wire pwm );
reg d,q; 
reg [WIDTH-1:0] count_q,count_d;
assign rst = ~rst_n;
always @ (*)
begin
	count_d = count_q + 1'b1; 
if (count_q > pulse_period)
	count_d = 0;
	d = (count_d < pulse_width)?1'b1:1'b0;
end
always @ (posedge clk )
begin
	if (rst) 
		begin
		count_q <= 32'b0;
		end 
	else 
		begin
		count_q <= count_d;	
	end
	q <= d;
end
assign pwm = q;
endmodule
==> flow/run.sh <==
#!/bin/bash
# OpenROAD 26Q1-2900-gdf79404cd8, Yosys 0.63+post, stock flow scripts
make -C /OpenROAD-flow-scripts/flow DESIGN_CONFIG=/design/flow/config.mk WORK_HOME=/design/flow/orfs finish
==> qor.csv <==
metric;value;unit
yosys cell count;613;
Tightest Pin Transition;0.830;ns
# H-tree levels;3;
routed via count;4173;
RSZ-0062 raised after global routing;false;
worst path bufs/invs;1;
DR WL/cell;14.1;um
Largest cells by area;dfrtp_1 23%, mux2_2 13%, ha_1 13%;
Final Cycle Share;0.552;
worst hold path depth;1;
1st-iter DRT viols;148;
leak pwr;3.32;nW
CP Class;register to register;
root buffer cell;clkbuf_16;
maximum root-to-sink buffer count;2;
area of the die;0.0130;mm^2
Post CTS Setup Buffer Count;0;
worst slack at placement;3.55;ns
first-pass detailed-route iteration total;4;
Rows;40;
Register-to-Register Path Depth;13;
DP HPWL;9290;um
synthesized area per cell;10.2;um^2
sum of negative setup slack;0;ns
first-pass GRT wire length;19900;um
RePlAce Congestion;0.858;
Design Area, Final;0.00705;mm^2
largest net degree at the start of global routing;47;
clk sinks;106;
hold buffers post-CTS;0;
Post-synth regs;106;
worst hold slack;0.498;ns
Slew Limit Fails;0;
Die H;114;um
layout filler cell count;1046;
Top cell by count, worst path;ha_1;
fin util;0.582;
slew margin rel.;0.442;
GRT Overall Usage;0.203;
TritonCTS clock tree;done;
Worst EP arrival;4.61;ns
Hold Crit Start;PWM0.count_q[0];
CP max-delay cell;or2_2;
Worst Hold Endpoint;PWM0.count_q[0];
chip width;114;um
Tmin final;4.36;ns
Worst-path clk slew;0.07;ns
final setup skew;0.00459;ns
initial antenna violation count;0;
post-synth cell types;59;
via-per-instance ratio;5.01;
Floorplan Utilization;0.519;
FF-to-FF Start;period[15];
Routed Antenna Nets;0;
ANT cells;0;
total CTS buffers;9;
Gate Count Post-Synth;613;
final setup margin;3.54;ns
final hold violation count;0;
delay-heaviest family, CP;simple AND/OR/NAND/NOR gates;
final wirelength;11800;um
synthesis warning total;3;
Chip Area, Yosys;0.00628;mm^2
IO Port Bufs;44;
Synth Seq Share;0.400;
DRC;0;
Non-Filler Instances;833;
Post-synth ARST share;0.679;
stage-log warning count;25;
Worst path max stage delay;0.58;ns
status;completed;
CP required;8.14;ns
Worst VDD drop;180;uV
startpoint types;register;
Post-synth EDFFs;1;
layout cells sized above 1;0.203;
cell resize tally after clock tree synthesis;0;
Hold Path Class;register to register;
Placed Cells;817;
Core ar.;0.0121;mm^2
max-cap violation count;0;
vias in the first global route;4144;
Achievable Freq;229;MHz
RR Endpoint;PWM0.q;
Cell Chain, Critical Path;inv_1 -> ha_1 -> nand4_2 -> a2111o_1 -> a311oi_1 -> or2_2 -> nor2_1 -> ha_1 -> and4_1 -> nand3_1 -> or3_1 -> or4_1 -> o221a_1;
area delta synth->final;12.3;%
Max FO, Critical Path;32;
Final Power;1.45;mW
synthesized area;0.00628;mm^2
setup violators final;0;
Power Density;205;mW/mm^2
Synth area leader;dfrtp_1;
reg-to-reg setup timing slack;3.54;ns
IO Count;76;
Latency at later pin;0.35;ns
GRT overflow;0;
post-synth top area share;0.231;
Placed Area;0.00673;mm^2
CP Capture Type;register;
top_reg_cell synth;dfrtp_1;
[metal layers]
| metal | track usage | part of all wire | vias up |
|---|---|---|---|
| met1 | 0.296 | 0.47 | 1976 |
| met2 | 0.341 | 0.49 | 49 |
| li1 | - | - | 2141 |
| met3 | 0.0372 | 0.031 | 7 |
| met5 | 0 | 0 | - |
| met4 | 0.0173 | 0.010 | 0 |
[power by group]
| part | internal, mW | switching [mW] | leakage, nW |
|---|---|---|---|
| logic | 0.149 | 0.137 | 2.03 |
| clock network | 0.285 | 0.192 | 0.156 |
| registers | 0.640 | 0.0443 | 1.13 |
| total | 1.07 | 0.373 | 3.32 |
[worst max-delay path by stage]
stage | endpoint | from | cells past startpoint
after CTS | PWM0.q | period[15] | 13
after global routing | PWM0.q | period[15] | 13
final | PWM0.q | period[15] | 13
[area by class of cell]
class                   instances  area (um^2)  area share
multi-input cells             430         3310       0.469
clock inverters                 5         77.6      0.0110
clock buffers                  11          243      0.0344
well taps                     168          210      0.0298
repair buffers                 47          458      0.0649
inverters                      66          248      0.0351
flip-flops and latches        106         2510       0.356
[placed cells by master (no fill, tap or decap), types with 2 or more instances in the layout]
cell,synthesis,routed
nand2_1,38,38
and3_1,3,3
a22oi_1,2,2
dfrtp_1,58,58
clkbuf_16,0,9
nor2_2,21,21
o21ai_0,8,8
nor4_2,2,2
and2_1,3,3
nand4_1,14,14
nand4_2,2,2
dfstp_2,14,14
a21oi_1,21,21
buf_4,32,3
bufinv_16,0,2
nor2_1,52,52
conb_1,1,31
mux2_2,72,72
nor2b_1,2,2
inv_1,66,66
xor2_1,23,23
dfxtp_1,33,33
a2111oi_0,2,2
clkinv_2,0,2
xnor2_1,7,7
or3_1,2,2
a21o_1,7,7
ha_1,64,64
and4_1,9,9
clkdlybuf4s50_1,0,43
nand3_1,13,13
nor3_1,4,4
[synthesized netlist by cell type, drive strengths merged (2+ instances only)]
cell and number:
a2111oi 2, a21o 8, nor2 73, xor2 23, nor3 5, nor4 3, nand2 38, xnor2 7
a21oi 21, and3 3, nand4 16, nor2b 2, nor4b 2, buf 41, or3 2, ha 64
inv 66, and2 4, mux2 72, dfxtp 33, o21ai 8, dfstp 14, dfrtp 58, nand3 13
and4 9, a22oi 2
[flip-flops by register name, summed over array words and instances, names as in the netlist]
name and flops:
PWM0.count_q 32, period 32, PWM0.q 1, read_data 1, enable 8, pulse_width 32
[cells by family after synthesis]
kind of cell,Yosys count,share of synthesized area
mux,73,0.131
fa+ha+maj,64,0.127
compound gates,55,0.0582
flops,106,0.400
simple gates,177,0.150
buf+inv,107,0.0918
xor+xnor,30,0.0418
other cells,1,0.000597
No activity file was given, so power comes from the tool's default toggle rates.
