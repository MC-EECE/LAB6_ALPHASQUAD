[flow/config.mk]
export PLATFORM = sky130hd
export DESIGN_NAME = clock_divider
export DESIGN_NICKNAME = clock_divider
export VERILOG_FILES = /design/flow/design.v
export SDC_FILE = /design/flow/constraint.sdc
export NUM_CORES = 4
export LEC_CHECK = 1
export CORE_UTILIZATION = 50
[flow/constraint.sdc]
current_design clock_divider

set clk_period 5.2
set clk_io_pct 0.2

create_clock -name clk0 -period $clk_period [get_ports {clk}]

set non_clock_inputs [all_inputs -no_clocks]
set_input_delay [expr $clk_period * $clk_io_pct] -clock clk0 $non_clock_inputs
set_output_delay [expr $clk_period * $clk_io_pct] -clock clk0 [all_outputs]
[flow/design.v]
module clock_divider #(parameter CLOCKFREQ = 50000000)(
	input clk,
	output reg s,		 
	output reg t,		 
	output reg h,		 
	output reg m		 
	);
	integer millicount = 0;
	integer hundredcount = 0;
	integer tencount = 0;
	integer secondcount = 0;
	always @ (posedge clk)
	begin
		if (millicount == (CLOCKFREQ / 2000 - 1))
		begin
			millicount <= 0;
			m <= ~m;
		end
		else
			millicount <= millicount + 1;
	end
	always @ (posedge clk)
	begin
		if (hundredcount == (CLOCKFREQ / 200 - 1))
		begin
			hundredcount <= 0;
			h <= ~h;
		end
		else
			hundredcount <= hundredcount + 1;
	end
	always @ (posedge clk)
	begin
		if (tencount == (CLOCKFREQ / 20 - 1))
		begin
			tencount <= 0;
			t <= ~t;
		end
		else
			tencount <= tencount + 1;
	end
	always @ (posedge clk)
	begin
		if (secondcount == (CLOCKFREQ / 2 - 1))
		begin
			secondcount <= 0;
			s <= ~s;
		end
		else
			secondcount <= secondcount + 1;
	end
endmodule
[flow/run.sh]
#!/bin/bash
# OpenROAD 26Q1-2900-gdf79404cd8, Yosys 0.63+post, stock flow scripts
make -C /OpenROAD-flow-scripts/flow DESIGN_CONFIG=/design/flow/config.mk WORK_HOME=/design/flow/orfs finish
==> results.txt <==
The implementation run finished. The run finished with clean final reports. In the finished design, the share of the clock period the worst path needs comes to 0.459. Transition at the pin with the smallest max-transition slack landed at 0.846 ns. Looking at the clock tree report, the H-tree level count equals 4. Post-synthesis chip area from yosys landed at 5440 µm². Leftover overflow at the end of global routing landed at 0. Setup violations remaining at the end of the flow were counted as 0. Yosys cell count landed at 570. Count of library flops with an enable pin landed at 4. The signal on the critical path passes through clkdlybuf4s50_1.

Post-CTS setup repair buffer count landed at 0. Mean instance size in the synthesized netlist landed at 9.54 µm². The tool warning count for the run is 25. Per STA, the worst path accumulates the most delay in the family buffers and inverters. Maximum number of buffers from clock root to sink landed at 2. Static timing analysis puts the maximum clock frequency at 419 MHz. Per the placement report, the placed cell count is 703.

Global-route wire length before repair landed at 16,100 µm. Row count landed at 37. Quantity of gates resized following cts landed at 0. Looking at the clock tree report, the root buffer type is clkbuf_8.

Maximum resistive drop on vdd landed at 0.000300 V. Looking at the setup timing report, the critical path kind is register to output port. Power per cell area landed at 370 nW/µm².

In the routed netlist, the antenna diode instances number 0. The final route contains 3,807 vias. After detailed routing, the total wire length is 8990 µm. Sequential cell area fraction in the yosys report landed at 0.494. Violation count after the first detailed-route iteration landed at 111. The routed design shows a via density per instance of 5.18. The cell count after synthesis came out at 570.

Port buffering added 4 buffers. Clock transition at the register clock pins on the worst setup and hold paths after CTS landed at 0.06 ns. Final critical-path required period landed at 2.39 ns. Across every metal layer, demand over resource in global routing totals 0.179. Pre-CTS worst setup slack landed at 3.04 ns. Data required time at the worst endpoint landed at 4.16 ns. Slack of the worst reg-to-reg path landed at 3.02 ns. The routed design shows a wire length per standard cell of 12.2 µm. Along the worst hold path, the cell count comes to 1.

Sum of negative setup slack landed at 0 ns. Number of routed nets with antenna violations landed at 0. The number of global-route vias before repair is 3,564. Die span in y landed at 106 µm. At the later pin of the worst-skew pair, clock insertion delay measures 0.51 ns. The die is 106 µm wide.

5 I/O pins were placed. The worst-case max-slew headroom was logged as 0.432. Estimated wirelength of the detail-placed design landed at 5990 µm. Core area landed at 10,400 µm².

Chip area landed at 11,300 µm². The routed layout reports a DRC error count of 0. Post-layout worst setup margin landed at 2.81 ns. STA classifies the critical path endpoint as an output port. After its last routability iteration, the placer logged a weighted congestion of 0.839. In this run the maximum-capacitance check reported violations numbering 0. Area of the mapped netlist landed at 5440 µm². Of the cells placed in the final design, the portion with a size suffix greater than 1 is 0.0701. All stages included, the depth of the critical timing path comes to 1. Setup repair after global routing left no endpoint under its margin. Number of synthesis warnings landed at 1.

Final number of hold-violating endpoints landed at 0. The number of hold buffers added after CTS was 0. The number of clock sinks came to 132. STA classifies the critical path startpoint as a register. Growth of design area from synthesis to finish landed at 15.5%. STA reports the tightest min-delay check as being of type register to register. On the final layout, the worst clock skew is 0.00330 ns. Unique cell type count in the Yosys netlist landed at 38.

The iteration count recorded for the first detailed-route pass is 4. The critical path maximum fanout is 2. Logic depth along the worst register-to-register path is recorded as 6. Reported leakage power landed at 2.35 nW.

Delay contributed by the slowest stage of the critical path landed at 0.47 ns. Per the TritonCTS log, the buffer count is 17. Flop and latch count out of synthesis landed at 132. The critical path's slowest stage uses the library cell clkdlybuf4s50_1. Share of async-settable or async-resettable flops after synthesis landed at 0. Per the post-run analysis, buffers plus inverters along the critical path come to 1. Final max-slew violation count landed at 0.

Looking at the cell usage after synthesis, the top flip-flop cell is dfxtp_1. For this configuration, the core starts out at a cell density of 0.522. The finished layout holds 735 standard cells, fillers aside.

Largest net degree at the start of global routing landed at 18. Arrival time at the worst endpoint landed at 1.35 ns. TritonCTS built the clock tree. Initial antenna violation count landed at 0.
## state kept, by name (all words and copies together) (netlist names)
name and cells:
s 1, millicount 32, m 1, hundredcount 32
secondcount 32, tencount 32, h 1, t 1
## cell usage after synthesis, drive strengths merged, types with 5 or more instances
cell,n,area [µm²]
nor3,13,70.1
nor4,19,155
or4,5,41.3
and3,28,175
nand3,54,275
and4,7,61.3
xnor2,68,596
inv,10,37.5
nor2b,6,37.5
nor2,73,277
dfxtp,128,2560
xor2,48,420
nand4,30,194
nor4b,5,50.0
nand2,47,176
## cell families after synthesis
| logic type | count (synthesis) | share of synthesized area |
|---|---|---|
| simple gates | 294 | 0.288 |
| flops | 132 | 0.494 |
| xor+xnor | 116 | 0.187 |
| buf+inv | 17 | 0.0131 |
| compound gates | 6 | 0.00691 |
| fa+ha+maj | 4 | 0.00921 |
| mux | 1 | 0.00184 |
## final timing paths
kind,to,start
min,millicount[0],millicount[0]
max,h,h
max reg2reg,secondcount[28],secondcount[0]
min reg2reg,millicount[0],millicount[0]
## cells in the final DEF (no fill, tap or decap), types with 2 or more instances in the layout
cell and count:
or4_1 4, nand2_1 47, and2_1 2, ha_1 4
a21oi_1 2, nor4_4 2, nor2_1 72, and3_1 28
dfxtp_1 128, nor3b_1 2, clkdlybuf4s50_1 4, bufinv_16 5
nor2b_1 6, nand3_1 53, xor2_1 48, inv_1 10
clkbuf_16 16, clkinv_2 4, xnor2_1 68, nand4b_1 2
edfxtp_1 4, nor4b_1 4, nor4_1 16, nand4_1 29
nor3_1 12, clkbuf_8 7, and4_1 7
## stage by stage
stage               cell area (µm²)  hold slack, ns  utilization  power (mW)
floorplan                      5440           0.413            -        1.04
global placement               5610           0.425        0.539        1.04
detailed placement             5610           0.438        0.539        1.04
CTS                            6280           0.447        0.603        2.35
global route                   6280           0.462        0.603        2.41
finish                         6280           0.444        0.603        2.33
## metal layers
layer  GRT usage  vias to the layer above  routed length, µm
li1            -                     2022                  -
met1       0.298                     1755               4870
met2       0.253                       22               3790
met3      0.0438                        8                236
met4      0.0248                        0                 98
met5           0                        -                  0
## cell type report
type,instances,area [µm²]
Clock buffer,23,497
Tap cell,136,170
Inverter,10,37.5
Fill cell,852,4140
Timing Repair Buffer,4,40.0
Sequential cell,132,2680
Multi-Input combinational cell,421,2680
Clock inverter,9,170
## where the power goes
| group | switching, mW | internal (mW) |
|---|---|---|
| clock | 0.409 | 0.901 |
| combinational | 0 | 0 |
| sequential | 0 | 1.02 |
| total | 0.409 | 1.92 |
Power is estimated from default activity; no workload was simulated.
